==> /design/flow/design.v <==
`default_nettype none
module uart_tx #(
    parameter CLKS_PER_BIT = 217
)(
    input wire i_Rst_L,
    input wire i_Clk,
    input wire [7:0] i_TX_Byte,
    input wire i_TX_Start,       
    output reg o_TX_InProgress,
    output reg o_TX_Done,
    output reg o_TX_Serial
);
localparam IDLE         = 3'b000;
localparam TX_START_BIT = 3'b001;
localparam TX_DATA_BITS = 3'b010;
localparam TX_STOP_BIT  = 3'b011;
localparam FINISH       = 3'b100;
reg [2:0] r_TX_State = IDLE;     
reg [2:0] r_Bit_Index = 0;       
reg [7:0] r_TX_Byte = 0;         
reg [$clog2(CLKS_PER_BIT):0] r_Clock_Count;
initial begin
    o_TX_Serial = 1'b1;
    o_TX_Done = 1'b1;
    o_TX_InProgress = 1'b0;
end
always @(posedge i_Clk or negedge i_Rst_L) begin
    if(~i_Rst_L) begin
        r_Clock_Count <= 0;
        r_Bit_Index <= 0;
        o_TX_Done <= 1'b1;
        o_TX_InProgress <= 1'b0;
        o_TX_Serial <= 1'b1;  
        r_TX_State <= IDLE;
    end
    else begin
        case (r_TX_State)
        IDLE:
            begin
                o_TX_Serial <= 1'b1;  
                r_Clock_Count <= 0;
                r_Bit_Index <= 0;
                if(i_TX_Start == 1'b1) begin
                    r_TX_Byte <= i_TX_Byte;  
                    o_TX_InProgress <= 1'b1;
                    o_TX_Done <= 1'b0;
                    r_TX_State <= TX_START_BIT;
                end
            end
        TX_START_BIT:
            begin
                o_TX_Serial <= 1'b0;  
                if(r_Clock_Count == (CLKS_PER_BIT - 1)) begin  
                    r_Clock_Count <= 0;
                    r_TX_State <= TX_DATA_BITS;
                end
                else begin
                   r_Clock_Count <= r_Clock_Count + 1;
                end
            end
        TX_DATA_BITS:
            begin
                o_TX_Serial <= r_TX_Byte[r_Bit_Index];
                if(r_Clock_Count == (CLKS_PER_BIT - 1)) begin  
                    r_Clock_Count <= 0;
                    if (r_Bit_Index < 7) begin
                        r_Bit_Index <= r_Bit_Index + 1;
                    end
                    else begin
                        r_TX_State <= TX_STOP_BIT;
                    end
                end
                else begin
                   r_Clock_Count <= r_Clock_Count + 1;
                end
            end
        TX_STOP_BIT:
            begin
                o_TX_Serial <= 1'b1;  
                if(r_Clock_Count == (CLKS_PER_BIT - 1)) begin  
                    r_Clock_Count <= 0;
                    r_TX_State <= FINISH;
                end
                else begin
                   r_Clock_Count <= r_Clock_Count + 1;
                end
            end
        FINISH:
            begin
                o_TX_InProgress <= 1'b0;
                o_TX_Done <= 1'b1;
                r_TX_State <= IDLE;
            end
        default:
            r_TX_State <= IDLE;
        endcase
    end
end
endmodule
==> /design/flow/run.sh <==
#!/bin/bash
# OpenROAD 26Q1-2900-gdf79404cd8, Yosys 0.63+post, stock flow scripts
make -C /OpenROAD-flow-scripts/flow DESIGN_CONFIG=/design/flow/config.mk WORK_HOME=/design/flow/orfs finish
==> /design/flow/config.mk <==
export PLATFORM = sky130hd
export DESIGN_NAME = uart_tx
export DESIGN_NICKNAME = uart_tx
export VERILOG_FILES = /design/flow/design.v
export SDC_FILE = /design/flow/constraint.sdc
export NUM_CORES = 4
export LEC_CHECK = 1
export CORE_UTILIZATION = 30
==> /design/flow/constraint.sdc <==
current_design uart_tx

set clk_period 3.4
set clk_io_pct 0.2

create_clock -name clk0 -period $clk_period [get_ports {i_Clk}]

set non_clock_inputs [all_inputs -no_clocks]
set_input_delay [expr $clk_period * $clk_io_pct] -clock clk0 $non_clock_inputs
set_output_delay [expr $clk_period * $clk_io_pct] -clock clk0 [all_outputs]
==> job_summary.md <==
### Metrics collected by this job

| Metric | Value |
|---|---|
| Standard-cell rows | `22` |
| List of cells traversed by the critical path | `clkdlybuf4s50_1` |
| Static Leak | `0.597 nW` |
| Worst reg2reg startpoint | `r_Bit_Index[0]` |
| Number of I/O pins | `14` |
| Cells in synth_stat.txt | `104` |
| Area growth from synthesis to layout | `19.5%` |
| Final worst path period share | `0.571` |
| Count of input and output buffers | `13` |
| Sum Neg Setup Slack | `0 ps` |
| Leading cell types by total area after synthesis | `sky130_fd_sc_hd__dfrtp_1 33%, sky130_fd_sc_hd__edfxtp_1 20%, sky130_fd_sc_hd__dfstp_2 4.3%` |
| Total core area | `3770 um^2` |
| CP bufs+invs | `1` |
| CP startpoint kind | `flip-flop` |
| DR pass1 iterations | `2` |
| CP max FO | `2` |
| Run status | `finished clean` |
| Post-CTS Hold Buffers | `0` |
| Number of global-route vias before repair | `791` |
| Buffer depth of the longest clock path | `2` |
| Horizontal extent of the die | `65.7 um` |
| Library cell used as clock root buffer | `sky130_fd_sc_hd__clkbuf_8` |
| Initial antenna violation count | `0` |
| Number of enable flip-flop cells | `8` |
| Setup Skew | `2.83 ps` |
| Final number of hold-violating endpoints | `0` |
| Count of yosys warnings during synthesis | `1` |
| Warning total across the stage logs | `26` |
| Instance count along the most critical hold path | `1` |
| IR drop worst, VDD | `0.145 mV` |
| Sequential element share of the synthesized area | `0.569` |
| Worst relative slew slack | `0.720` |
| Chip Footprint | `4320 um^2` |
| Total length of routed wires | `1950 um` |
| Unrepaired setup endpoints after global routing | `no` |
| Worst r2r dst | `o_TX_Serial` |
| Number of gates given a new drive strength after cts | `0` |
| Arrival time of data at the critical path endpoint | `1260 ps` |
| Async set-reset flop share out of synthesis | `0.692` |
| Cell area after synthesis | `1220 um^2` |
| Start-to-end type of the worst setup path | `reg -> out` |
| Via count | `812` |
| Final setup violation count | `0` |
| Tightest Hold Check Type | `reg -> reg` |
| Number of diodes added for antenna fixing | `0` |
| TritonCTS clock tree | `done` |
| Overflow left after global routing | `0` |
| Placer Congestion | `0.764` |
| Largest delay contributor family on the critical path | `flip-flops` |
| Largest stage delay, worst path | `550 ps` |
| Clk latency late pin | `260 ps` |
| Seq cells post-synth | `26` |
| Leading cell types by count after synthesis | `16 x sky130_fd_sc_hd__dfrtp_1, 10 x sky130_fd_sc_hd__nor2_1, 8 x sky130_fd_sc_hd__edfxtp_1` |
| Number of buffers created by CTS | `3` |
| Endpoint required time on the critical path | `2720 ps` |
| Area leader, netlist | `sky130_fd_sc_hd__dfrtp_1` |
| Count leader, synth | `sky130_fd_sc_hd__dfrtp_1` |
| End point of the worst hold path | `r_Clock_Count[2]` |
| PD cells | `351 nW/um^2` |
| Residual antenna-violating net count after detailed routing | `0` |
| Yosys top cell area share | `0.329` |
| Overall Power | `0.511 mW` |
| GRT Total Usage | `0.105` |
| Dominant register cell | `sky130_fd_sc_hd__dfrtp_1` |
| Global-route wire length before repair | `3460 um` |
| Effective utilization at floorplan | `0.323` |
| Share of cells above drive strength 1 | `0.108` |
| Max cap viols | `0` |
| Tally of unique sky130hd cells used after synthesis | `33` |
| DRC marker count from the first detailed-route iteration | `20` |
| TritonCTS Sinks | `26` |
| Flop2flop setup slack | `1550 ps` |
| Fin crit period | `1940 ps` |
| Die outline height | `65.7 um` |
| Capturing element type of the critical path | `primary output` |
| Slew Viols, Final | `0` |
| DR WL/cell | `11.6 um` |
| Reg2reg path depth | `4` |
| DRC viols | `0` |
| Maximum achievable frequency | `515 MHz` |
| Cell with the largest stage delay on the worst path | `sky130_fd_sc_hd__dfstp_2` |
| Actual transition at the worst max-transition pin | `417 ps` |
| Vias per cell | `4.83` |
| Largest net degree at the start of global routing | `20` |
| Postcts setup bufs | `0` |
| H-tree Lvls | `1` |
| Post-DP HPWL | `1390 um` |
| Clock slew seen by the registers of the worst setup and hold paths | `80 ps` |
| Post-Synthesis Mean Instance Area | `11.7 um^2` |
| Chip area estimate from yosys synthesis | `1220 um^2` |
| Synth Instances | `104` |
| Min-delay src | `r_Clock_Count[2]` |
==> sequential cells by signal, summed over array words and instances (netlist names) <==
| register | cells |
|---|---|
| r_Clock_Count | 9 |
| r_TX_Byte | 8 |
| r_Bit_Index | 3 |
| r_TX_State | 3 |
| o_TX_Done | 1 |
| o_TX_InProgress | 1 |
| o_TX_Serial | 1 |
==> metal layers <==
metal | vias up | wire [um] | global-route usage
met2 | 11 | 884 | 0.156
met4 | 0 | 21 | 0.0190
met3 | 2 | 57 | 0.0158
met1 | 395 | 989 | 0.174
li1 | 404 | - | -
met5 | - | 0 | 0
==> per-stage QoR <==
stage          worst slack [ps]  utilization  cells  area (um^2)  hold slack (ps)
4_1_cts                    1450        0.386    168         1460              524
5_1_grt                    1410        0.386    168         1460              574
3_3_place_gp               1250        0.374    164         1410              509
6_report                   1460        0.386    168         1460              528
3_5_place_dp               1220        0.374    164         1410              510
2_1_floorplan              1640            -    104         1220              384
==> worst register-to-register path, stage by stage (launching register included) <==
cell	delay, ps
sky130_fd_sc_hd__dfrtp_1	460
sky130_fd_sc_hd__mux4_1	570
sky130_fd_sc_hd__mux2_2	270
sky130_fd_sc_hd__or3_1	300
sky130_fd_sc_hd__a22o_1	180
==> how the worst max path moves through the flow <==
stage | startpoint | to | slack [ps] | cells after the start
after CTS | o_TX_Serial | o_TX_Serial | 1450 | 1
after global routing | o_TX_Serial | o_TX_Serial | 1410 | 1
final | o_TX_Done | o_TX_Done | 1460 | 1
==> cell families after synthesis <==
kind of cell    after synthesis  synth area share
flops                        26             0.569
compound gates               17            0.0894
buf+inv                       9            0.0288
mux                           6            0.0791
fa+ha+maj                     3            0.0308
xor+xnor                      5            0.0360
simple gates                 38             0.166
==> where the power goes <==
part / internal, mW / leakage (nW) / switching [mW]
registers: 0.322 / 0.301 / 0
clock network: 0.0836 / 0.0228 / 0.0876
logic: 0.0108 / 0.273 / 0.00630
total: 0.417 / 0.597 / 0.0939
==> cell usage in the layout (no fill, tap or decap), types with 2 or more instances in the layout <==
cell type                          n
sky130_fd_sc_hd__clkdlybuf4s50_1  13
sky130_fd_sc_hd__a31oi_1           2
sky130_fd_sc_hd__and2_1            2
sky130_fd_sc_hd__nand2_1           5
sky130_fd_sc_hd__dfstp_2           2
sky130_fd_sc_hd__nor2b_1           2
sky130_fd_sc_hd__a21oi_1           7
sky130_fd_sc_hd__nand4_1           2
sky130_fd_sc_hd__a22o_1            2
sky130_fd_sc_hd__edfxtp_1          8
sky130_fd_sc_hd__ha_1              3
sky130_fd_sc_hd__mux2_2            3
sky130_fd_sc_hd__and3_1            4
sky130_fd_sc_hd__clkbuf_8          3
sky130_fd_sc_hd__inv_1             6
sky130_fd_sc_hd__nand2b_1          3
sky130_fd_sc_hd__o21ai_0           2
sky130_fd_sc_hd__nor2_1           10
sky130_fd_sc_hd__buf_4             2
sky130_fd_sc_hd__dfrtp_1          16
sky130_fd_sc_hd__xor2_1            4
sky130_fd_sc_hd__mux4_1            2
sky130_fd_sc_hd__nand3_1           5
==> area by class of cell <==
| type | instances | area [um^2] |
|---|---|---|
| Fill cell | 349 | 2320 |
| Timing Repair Buffer | 15 | 145 |
| Inverter | 6 | 22.5 |
| Tap cell | 48 | 60.1 |
| Clock buffer | 4 | 45.0 |
| Sequential cell | 26 | 693 |
| Multi-Input combinational cell | 69 | 489 |
Power and IR drop assume default switching activity.
