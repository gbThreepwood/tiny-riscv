**flow/design.v**
```verilog
module corescore_emitter_uart
  #(
    parameter clk_freq_hz = 0,
    parameter baud_rate = 57600)
  (
   input wire 	    i_clk,
   input wire 	    i_rst,
   input wire [7:0] i_data,
   input wire 	    i_valid,
   output reg 	    o_ready,
   output wire 	    o_uart_tx
);
   localparam START_VALUE = clk_freq_hz/baud_rate;
   localparam WIDTH = $clog2(START_VALUE);
   reg [WIDTH:0]  cnt = 0;
   reg [9:0] 	    data;
   assign o_uart_tx = data[0] | !(|data);
   always @(posedge i_clk) begin
      if (cnt[WIDTH] & !(|data)) begin
	 o_ready <= 1'b1;
      end else if (i_valid & o_ready) begin
	 o_ready <= 1'b0;
      end
      if (o_ready | cnt[WIDTH])
	cnt <= {1'b0,START_VALUE[WIDTH-1:0]};
      else
	cnt <= cnt-1;
      if (cnt[WIDTH])
	data <= {1'b0, data[9:1]};
      else if (i_valid & o_ready)
	data <= {1'b1, i_data, 1'b0};
   end
endmodule
```
**flow/run.sh**
```bash
#!/bin/bash
# OpenROAD 26Q1-2900-gdf79404cd8, Yosys 0.63+post, stock flow scripts
make -C /OpenROAD-flow-scripts/flow DESIGN_CONFIG=/design/flow/config.mk WORK_HOME=/design/flow/orfs finish
```
**flow/config.mk**
```make
export PLATFORM = sky130hd
export DESIGN_NAME = corescore_emitter_uart
export DESIGN_NICKNAME = corescore_emitter_uart
export VERILOG_FILES = /design/flow/design.v
export SDC_FILE = /design/flow/constraint.sdc
export NUM_CORES = 4
export LEC_CHECK = 1
export CORE_AREA = 10 10 81 81
export DIE_AREA = 0 0 91 91
```
**flow/constraint.sdc**
```tcl
current_design corescore_emitter_uart

set clk_period 2.7
set clk_io_pct 0.2

create_clock -name clk0 -period $clk_period [get_ports {i_clk}]

set non_clock_inputs [all_inputs -no_clocks]
set_input_delay [expr $clk_period * $clk_io_pct] -clock clk0 $non_clock_inputs
set_output_delay [expr $clk_period * $clk_io_pct] -clock clk0 [all_outputs]
```
==> GITHUB_STEP_SUMMARY <==
## PnR job results

| Metric | Value |
|---|---|
| Run status | complete, no violations |
| Pwr/cell area | 529.6 nW/um^2 |
| Final HPWL DP | 837.4 um |
| Most frequent logic cell in the layout | clkdlybuf4s50_1 |
| Clk buf depth | 2 |
| Crit. Startpoint | data[5]$_DFFE_PP_ |
| Worst setup path endpoint | o_uart_tx |
| Relative slew slack | 69.94% |
| Basic Gates by Area | 11.19% |
| Finished Layout Cells | 115 |
| Yosys cell count | 34 |
| RSZ-0062 raised after global routing | false |
| Fillers | 547 |
| Leakage | 0.2387 nW |
| Avg Cell Area, Syn | 15.12 um^2 |
| Sw power | 70.95 uW |
| Gate power share | 5.4% |
| Worst-path clk slew | 0.05 ns |
| Adder share | 0% |
| Count of final hold-check violations | 0 |
| Die Size | 8281 um^2 |
| DR iter-0 viols | 39 |
| Fin Setup TNS | 0 ns |
| Grt ovf | 0 |
| CP Launch Type | register |
| Yosys aoi share | 3.406% |
| #FFs+latches synth | 12 |
| Reg area | 330.3 um^2 |
| VDD IR max | 0.0001860 V |
| Xor+xnor area frac | 0% |
| Post-route minimum period | 2.214 ns |
| Die W | 91 um |
| Placed Cells | 111 |
| MI comb area | 165.2 um^2 |
| Total GRT Usage | 2.563% |
| Final setup violation count | 0 |
| Die height | 91 um |
| R2R Setup Slk | 1.30 ns |
| Pin count of the biggest net entering global routing | 12 |
| DRC viols | 0 |
| Core region area | 4817 um^2 |
| Tcrit/Tclk final | 82.01% |
| Total I/O pin count | 13 |
| CTS sink cnt | 12 |
| Internal power | 322.0 uW |
| Antenna-violating nets left | 0 |
| N_diodes | 0 |
| Max Slew Vio Count | 0 |
| CP max FO | 2 |
| WHS | 0.5452 ns |
| Root Buffer | clkbuf_8 |
| Cell Area, Synth | 514.2 um^2 |
| Avg Vias per Cell | 2.739 |
| DR pass1 iterations | 4 |
| Post-CTS setup buffers | 0 |
| Clk pwr share | 40.8% |
| # port buffers | 11 |
| TritonCTS Buffers | 3 |
| Cts hold-fix bufs | 0 |
| Chip Area, Yosys | 514.2 um^2 |
| Top logic family | multiplexers |
| Initial antenna violation count | 0 |
| Reg-to-reg endpoint | data[1]$_DFFE_PP_ |
| Slew @ Worst Pin | 0.4503 ns |
| Utilization after layout | 15.40% |
| Max H-tree Level | 1 |
| Pre-CTS WS | 0.7337 ns |
| Vias in the first global route | 337 |
| Mux share | 17.52% |
| Layout cells sized above 1 | 16.67% |
| Layout area overhead | 44.28% |
| DR WL/cell | 9.600 um |
| Clk Latency, worst-skew pair | 0.24 ns |
| Most numerous logic cells after layout | clkdlybuf4s50_1, edfxtp_1, mux2_1 |
| Pre-Place Util | 10.68% |
| DP Area | 696.9 um^2 |
| CTS tree | yes |
| Worst setup skew after layout | 0.002966 ns |
| First-pass GRT wire length | 1.669 mm |
| Mapped Cells | 34 |
| Crit path capture type | output pin |
| Post-route cell area | 742.0 um^2 |
| Switching share of power | 18.06% |
| R2r startpoint | cnt$_DFF_P_ |
| Crit path DRT | 2.16 ns |
| Vias | 315 |
| WL final | 1.104 mm |
| Synth warnings | 1 |
| Post-CTS Resized | 0 |
| Distinct cell type count after synthesis | 14 |
| Total power | 392.9 uW |
| Setup Crit Path Kind | reg -> out |
| Arrival time worst endpoint | 1.67 ns |
| Achievable Freq | 0.4516 GHz |
| R2r worst-path depth | 2 |
| Row count | 25 |
| Log Warnings | 26 |
| Power share of the sequential group | 53.8% |
| HP Class | reg -> reg |
| Placer Congestion | 0.7749 |
| Maxcap violations | 0 |
| Final WS setup | 0.4858 ns |
| Seq share, synth | 64.23% |
worst min path at each step:
stage	start	end	cells past startpoint
4_1_cts	data[9]$_SDFFE_PP0P_	data[9]$_SDFFE_PP0P_	2
5_1_grt	o_ready$_SDFFE_PP1P_	o_ready$_SDFFE_PP1P_	2
6_report	o_ready$_SDFFE_PP1P_	o_ready$_SDFFE_PP1P_	2
state kept, by name (all words and copies together) (netlist names):
signal / count
data: 10
o_ready: 1
cnt: 1
power groups by stage:
| stage | Combinational, mW | Sequential (mW) | Clock, mW |
|---|---|---|---|
| final | 0.0210 | 0.211 | 0.160 |
| after CTS | 0.0214 | 0.212 | 0.165 |
| after global routing | 0.0228 | 0.213 | 0.176 |
Yosys cell counts, drive strengths merged:
master	number	share of area, %
nand2b	1	1.2
nor2	2	1.5
mux2	8	18
o22ai	1	2.4
nor4	2	4.9
inv	2	1.5
buf	1	2.2
nand2	2	1.5
and2	1	1.2
edfxtp	9	53
a21oi	1	0.97
nand3	1	0.97
dfxtp	3	12
area by class of cell:
type	count	share of cell area, %
sequential	12	44.52
tap	67	11.30
inverter	2	1.012
clock inverter	1	0.5059
timing repair buffer	11	14.84
clock buffer	3	5.565
multi-input combinational	19	22.26
critical path: stages (launching register included):
cell	delay, ns
edfxtp_1	0.40
nor4_2	0.27
nand3_1	0.18
nand2b_1	0.12
clkdlybuf4s50_1	0.47
routing by layer:
layer	share of wire [%]	vias up	track usage, %
li1	-	153	-
met1	47	151	3.214
met2	43	9	3.580
met3	9.3	2	1.992
met4	0.45	0	0.1305
met5	0	-	0
logic make-up (layout without fill, tap and decap cells):
group / after synthesis / after routing
AOI/OAI and AO/OA: 2 / 2
buffers and inverters: 3 / 17
DFF: 12 / 12
muxes: 8 / 8
and+or+nand+nor: 9 / 9
Power figures rest on the tool's default switching activity, not on a simulated workload.
